[design.v]
module quantum(
        input         clk,
        input         rst,
        input         hwrite,
        input [31:0]  hwdata,
        input [31:0]  haddr,
        input         hsel,
        output reg[31:0]  hrdata,
        output[127:0] data,
        input [127:0] ro_data
);
reg[15:0] dataA[7:0];
assign data = {dataA[7], dataA[6], dataA[5], dataA[4],
	dataA[3], dataA[2], dataA[1], dataA[0]};
wire[15:0] rodataA[7:0];
assign {rodataA[7], rodataA[6], rodataA[5], rodataA[4],
	rodataA[3], rodataA[2], rodataA[1], rodataA[0]} = {
	ro_data[127:112], ro_data[111:96],
	ro_data[95 :80],  ro_data[79:64],
	ro_data[63 :48],  ro_data[47:32],
	ro_data[31 :16],  ro_data[15:0]
};
reg ctr;
reg write;
wire[2:0] raddr = haddr[4:2];
always @(*) begin
	if (haddr[15:0] >= 'h20 && haddr[15:0] < 'h40) begin
		hrdata = rodataA[raddr];
	end else if (haddr[15:0] < 'h20) begin
		hrdata = dataA[raddr];
	end else begin
                hrdata = 0;
        end
end
always @(posedge clk) begin
	if (rst) begin
		ctr <= 0;
		write <= 0;
	end else if (ctr) begin
		ctr <= 0;
		if (write && haddr[15:0] < 'h20)
			dataA[raddr] <= hwdata;
	end else begin
		ctr   <= hsel;
		write <= hwrite;
	end
end
endmodule
[run.sh]
#!/bin/bash
# OpenROAD 26Q1-2900-gdf79404cd8, Yosys 0.63+post, stock flow scripts
make -C /OpenROAD-flow-scripts/flow DESIGN_CONFIG=/design/flow/config.mk WORK_HOME=/design/flow/orfs finish
[config.mk]
export PLATFORM = sky130hd
export DESIGN_NAME = quantum
export DESIGN_NICKNAME = quantum
export VERILOG_FILES = /design/flow/design.v
export SDC_FILE = /design/flow/constraint.sdc
export NUM_CORES = 4
export LEC_CHECK = 1
export CORE_AREA = 10 10 212 212
export DIE_AREA = 0 0 222 222
[constraint.sdc]
current_design quantum

set clk_period 5.1
set clk_io_pct 0.2

create_clock -name clk0 -period $clk_period [get_ports {clk}]

set non_clock_inputs [all_inputs -no_clocks]
set_input_delay [expr $clk_period * $clk_io_pct] -clock clk0 $non_clock_inputs
set_output_delay [expr $clk_period * $clk_io_pct] -clock clk0 [all_outputs]
==> flow_summary.toml <==
# synthesis and place-and-route metrics
[clock_tree]
postCtsResizedCells = 0
clkSinkCount = 130
h-tree-depth = 4
cts_tree = "yes"
cts.clk_slew.worst_paths_ns = 0.06
cts_setup_buffers = 0
clock_latency_ns = 0.42
cts_hold_buf = 0
cts_buffers = 17
cts_root_buf = "clkbuf_16"
clockBufferDepth = 2

[drt]
vias = 5530
drc_errors = 0
ant_nets = 0
drtPass1Iterations = 4
wl_per_cell_um = 24.49
vias_per_cell = 4.158
routed_wl_um = 32570
first_iter_violations = 400

[setup_path]
cp_slowest_stage_delay_ns = 0.60
cp-end-kind = "primary output"
path_cells = "clkdlybuf4s50_1, or4_4, or4_1, buf_4, o32ai_1, clkdlybuf4s50_1"
cp_common_cell = "clkdlybuf4s50_1"
start_kind = "primary input"
cp.arrival_ns = 3.69
cp.required_ns = 4.08
crit_family = "buffers and inverters"
path_max_fanout = 16
worst_path_max_delay_cell = "clkdlybuf4s50_1"
worstSetupPathType = "primary input to primary output"
critPathBufInv = 3

[timing]
slew-limit-headroom_pct = 54.97
max_freq_mhz = 212.5
skew_ns = 0.005158
final_hold_viol_count = 0
tns_ns = 0
period_used_pct = 92.28
rsz0062_at_grt = "no"
period_needed_ns = 4.706
slew_violations = 0
worst_slack_ns = 0.3937
tightestPinTransition_ns = 0.6693
hold_slack_ns = 0.4494
setup_viol = 0

[finish]
instances_no_fill = 1330
drive_gt1_share_pct = 14.69
syn2layout_area_growth_pct = 65.78
utilization_pct = 27.36

[synth]
async_flop_share_pct = 0
top_area_cell = "edfxtp_1"
flop_cell = "edfxtp_1"
common_cells = "edfxtp_1 (128), mux2i_1 (32), clkbuf_1 (29)"
topCellsByArea = "edfxtp_1 (58%), mux4_2 (6.1%), mux2i_1 (4.9%)"
synth_seq_share_pct = 58.82
avgSynthCellArea_um2 = 13.93
synthDominantCellAreaShare_pct = 58.21
yosys-stat-area_mm2 = 0.006603
most_common_cell = "edfxtp_1"
yosysWarnings = 1
synth_cell_type_count = 46
syn_inst = 474
yosysCellCount = 474
netlist_area_mm2 = 0.006603
enable_flop_cells = 128
synth_flops = 130

[placement]
place_inst = 1296
numPortBuffers = 305
gp_congestion = 0.8693
dp_hpwl_um = 24840
place_ws_ns = 0.3685

[global_routing]
antenna_found_initial = 3
grt_max_degree = 42
grt_first_pass_wirelength_um = 45480
grt_overflow = 0
grt_pass1_vias = 5912
track_usage_pct = 12.97

[die]
fp.coreArea_mm2 = 0.04001
fp_util_pct = 16.50
die-area_mm2 = 0.04928
fp.dieH_um = 222
fp-row-count = 73
die_w_um = 222
num_io_pins = 356

[pwr]
p_seq_share_pct = 43.3
clock_power_share_pct = 44.4
p_leak_nw = 3.738
vdd_drop_max_v = 0.0001934
comb_power_share_pct = 12.4
p_sw_uw = 630.2
internal_power_mw = 2.082
p_sw_share_pct = 23.23
powerDensity_mw_per_mm2 = 247.8

[run]
drv_cap = 0
tool_warnings = 59

[min_path]
worst_hold_path_type = "flip-flop to flip-flop"

[outcome]
status = "completed"
## cell families (layout without fill, tap and decap cells)
kind of cell | Yosys count | in the layout | share of synthesized area, %
compound gates | 95 | 95 | 11.84
buf+inv | 61 | 375 | 4.662
flops | 130 | 130 | 58.82
mux | 57 | 57 | 12.18
other cells | 1 | 18 | 0.05680
simple gates | 130 | 130 | 12.43
## path summary, 6_finish.rpt
| check | from | endpoint | slack, ns | cells after the start |
|---|---|---|---|---|
| setup / recovery | haddr[11] | hrdata[1] | 0.39 | 6 |
| hold / removal | ctr$_SDFF_PP0_ | ctr$_SDFF_PP0_ | 0.45 | 1 |
| setup reg to reg | ctr$_SDFF_PP0_ | dataA[5][10]$_DFFE_PP_ | 3.06 | 5 |
| hold reg to reg | ctr$_SDFF_PP0_ | ctr$_SDFF_PP0_ | 0.45 | 1 |
## layer usage
metal  routed length (um)  GRT usage [%]  part of all wire [%]
met1                13460          16.68                    41
met2                15130          20.38                    46
met3                 3663          6.145                    11
met4                  311          1.290                  0.95
met5                    0              0                     0
## flip-flops by register name (all words and copies together) (netlist names)
name	flops
dataA	128
write	1
ctr	1
## area by class of cell
type                            count  area, um^2
Inverter                            4       15.01
Fill cell                        4131       29060
Clock buffer                       18       429.2
Antenna cell                        2       5.005
Clock inverter                     14       151.4
Sequential cell                   130        3884
Tap cell                          525       656.9
Timing Repair Buffer              339        3301
Multi-Input combinational cell    298        2504
## through the flow
stage	total power [mW]	area [um^2]
after detailed placement	1.536	10360
after floorplan	1.332	6659
after global routing	2.826	10940
after CTS	2.750	10940
final	2.713	10950
after global placement	1.535	10360
## power by group through the flow
stage | sequential, mW | clock (mW) | combinational [mW]
6_report | 1.17 | 1.20 | 0.335
4_1_cts | 1.17 | 1.23 | 0.342
5_1_grt | 1.17 | 1.29 | 0.363
## placed cells by master, fill, tap and decap left out, drive strengths merged, types with 11 or more instances in the layout
cell type and n:
clkdlybuf4s50 302, edfxtp 128, buf 37, mux2i 32, nor2 24, o21ai 21
mux4 18, clkbuf 18, conb 16, and3b 14, o32ai 14, nand3 13
nor2b 12, a2bb2oi 11, and3 11
## worst reg2reg max path, delay by kind of cell (launching register included)
kind	cells	cell delay, ns
AND/OR/NAND/NOR	4	1.01
buffers and inverters	1	0.36
flip-flops	1	0.35
Power figures rest on the tool's default switching activity, not on a simulated workload.
