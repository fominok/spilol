File: flow/design.v
`timescale 1ns / 1ps
module spi #(
    parameter clk_divisor=8     
)
(
    input           clk,         
    input           rst,         
    input     [7:0] data_in,     
    output reg[7:0] data_out,    
    input           ready_send,  
    output          busy,        
    input           miso,        
    output          mosi,        
    output          sclk,        
    output          ss           
);
reg[ 3:0] sctr;
reg[ 7:0] data_in_reg;
reg[31:0] ctr;
assign ss   = sctr == 0;
assign sclk = !sctr[0] || ss;
assign mosi = data_in_reg[sctr >> 1];
assign busy = !ss;
always @(posedge clk) begin
    if (rst) begin
        sctr        <= 0;
        ctr         <= 0;
        data_out    <= 0;
    end else if (ready_send && !sctr) begin
        data_in_reg <= data_in;
        sctr        <= 15;
        ctr         <= 0;
    end else if (sctr && ctr + 1 == clk_divisor >> 1) begin
        ctr <= 0;
        if (sctr[0])
            data_out[sctr >> 1] <= miso;
        sctr <= sctr - 1;
    end else if (sctr) begin
        ctr <= ctr + 1;
    end
end
endmodule
File: flow/config.mk
export PLATFORM = sky130hd
export DESIGN_NAME = spi
export DESIGN_NICKNAME = spi
export VERILOG_FILES = /design/flow/design.v
export SDC_FILE = /design/flow/constraint.sdc
export NUM_CORES = 4
export LEC_CHECK = 1
export CORE_UTILIZATION = 30
File: flow/run.sh
#!/bin/bash
# OpenROAD 26Q1-2900-gdf79404cd8, Yosys 0.63+post, stock flow scripts
make -C /OpenROAD-flow-scripts/flow DESIGN_CONFIG=/design/flow/config.mk WORK_HOME=/design/flow/orfs finish
File: flow/constraint.sdc
current_design spi

set clk_period 5.6
set clk_io_pct 0.2

create_clock -name clk0 -period $clk_period [get_ports {clk}]

set non_clock_inputs [all_inputs -no_clocks]
set_input_delay [expr $clk_period * $clk_io_pct] -clock clk0 $non_clock_inputs
set_output_delay [expr $clk_period * $clk_io_pct] -clock clk0 [all_outputs]
==> metrics.yaml <==
status: "finished clean"
reg2reg_depth: 10
cp-start-kind: "register"
mux_share_pct: 2.06
netSwitchingFraction_pct: 35.4
setup_ws_ps: 1920
cp_max_fo: 14
period_used_pct: 65.7
grt_setup_unrepaired: "false"
hpwl_um: 4650
netlist_area_um2: 3230
grt_usage_pct: 12.6
ys_seq_share_pct: 34.7
die_y_um: 106
holdWs_ps: 478
p_per_area_nw_per_um2: 298
yosys_area_um2: 3230
holdPathStages: 2
cts_tree: "yes"
holdBufCountCts: 0
netlist_instances: 370
seqPwrFrac_pct: 41.8
finalWirelength_um: 6540
avgSynthCellArea_um2: 8.72
fin_skew_ps: 12.3
required_ps: 4480
dp_slack_ps: 2050
crit_arrival_ps: 2560
clock-sinks: 52
area_leaders: "dfxtp_1, xnor2_1, edfxtp_1"
rows: 37
synth_xor_xnor_area_share_pct: 12.5
simple_gate_share_pct: 31.5
warning_count: 28
die_w_um: 106
drtIter0Drc: 156
num-fill-cells: 1073
grt_max_degree: 33
largest_area_cell: "dfxtp_1"
final_antenna_net_count: 0
core-area_um2: 10400
ir_drop_mv: 0.188
via_per_inst: 5.10
max_slew.worst_pin.slew_ps: 613
synthToLayoutAreaGrowth_pct: 8.84
edf_count: 8
clock-root-buffer: "clkbuf_8"
p_leak_uw: 0.00111
setup_tns_ps: 0
yosys.area_share.adder_pct: 2.71
worstHoldPathType: "reg2reg"
route.detailed.drc: 0
via_count: 2592
hold_viol: 0
gp_congestion: 0.855
chipArea_um2: 11200
dr.pass1.iters: 4
place_inst: 500
synth_cell_types: 61
max_slew_margin_pct: 59.0
grt_overflow: 0
largest_register_ff_count: 32
post_cts_buffers: 0
lay_top_count: "nor2_1"
fmax_mhz: 272
top_area_share_pct: 27.3
grt_first_pass_wirelength_um: 11500
yosysWarnings: 1
synthArstFlopShare_pct: 0
layout_top_cells: "nor2_1, dfxtp_1, nand2_1, xnor2_1, nand4_1"
cts.htree.levels: 2
ys_dominant_reg_cell: "dfxtp_1"
place_area_um2: 3400
drive_gt1_share_pct: 7.80
switchingPower_uw: 371
topCombFamilyByArea: "simple AND/OR/NAND/NOR gates"
port_buffers: 23
comb_power_share_pct: 32.8
maxSlewViolCount: 0
clock_power_share_pct: 25.4
final_cell_count_no_fill: 508
synth.cellmix.compoundShare_pct: 8.22
finalCriticalPeriod_ps: 3680
cp-end-kind: "output pin"
numCtsBuffers: 5
post_cts_resize_count: 0
p_int_uw: 676
ys_ff: 52
stdcell_area_um2: 3510
ys_cells: 370
cap_violations: 0
clock_latency_ps: 310
pin_count: 24
finalSetupViolCount: 0
fp-utilization_pct: 31.1
clk_pin_slew_worst_paths_ps: 100
grt_pass1_vias: 2450
path_class: "reg2out"
antenna_found_initial: 0
antenna-diode-count: 0
wl_per_cell_um: 12.9
clockBufferDepth: 2
layer usage:
metal	GRT usage, %	share of wire, %
met5	0	0
met4	1.29	0.32
met3	2.08	5.1
met2	19.7	44
met1	19.1	50
metrics by stage:
stage          total power, µW  utilization [%]
6_report                  1050             33.9
5_1_grt                   1110             33.9
4_1_cts                   1050             33.9
3_5_place_dp               787             32.8
3_3_place_gp               785             32.8
2_1_floorplan              680                -
worst paths after layout:
path,startpoint,endpoint,slack [ps]
hold / removal,data_out[0],data_out[0],480
hold reg to reg,data_out[0],data_out[0],480
setup reg to reg,sctr[1],sctr[3],1950
setup / recovery,sctr[1],ss,1920
synth_stat cells, types with 2 or more instances:
master / instances
o31ai_1: 3
buf_4: 4
xnor2_1: 29
nand3_1: 16
or3_1: 5
nand2_1: 29
ha_1: 7
nand3b_1: 2
nand4_1: 25
inv_1: 7
nor3b_1: 2
nand2b_1: 3
a21oi_1: 4
and2b_1: 2
clkbuf_8: 5
and2_1: 3
nor2_1: 52
mux4_2: 2
nor3_1: 15
a31oi_1: 2
and3_1: 3
a211oi_1: 3
nor2b_1: 5
nand4_4: 2
buf_2: 3
nor4_1: 8
xor2_1: 17
nand3_2: 3
edfxtp_1: 8
clkbuf_1: 8
o21ai_0: 14
dfxtp_1: 44
or3_2: 2
buf_6: 6
kinds of logic after synthesis:
kind of cell | count (synthesis)
AOI/OAI and AO/OA | 37
xor gates and xnor gates | 46
adders and majority gates | 7
buffers and inverters | 38
DFF | 52
muxes | 4
and+or+nand+nor | 186
power by group through the flow:
stage	Sequential, µW	Clock [µW]	Combinational, µW
finish	438	265	344
global route	443	287	382
CTS	438	271	345
worst max-delay path, cell delays in order (launching register included):
cell and delay, ps:
dfxtp_1 500, inv_1 190, ha_1 230, or3b_2 400
clkinv_1 400, clkdlybuf4s50_1 520
cell type report:
cell class	instances	area, µm²	area share, %
Tap cell	136	170	4.85
Clock inverter	3	46.3	1.32
Multi-Input combinational cell	280	1840	52.3
Sequential cell	52	1120	31.9
Timing Repair Buffer	24	238	6.77
Clock buffer	5	68.8	1.96
Inverter	8	30.0	0.855
Power is estimated from default activity; no workload was simulated.
