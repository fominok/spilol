File: ./run.sh
#!/bin/bash
# OpenROAD 26Q1-2900-gdf79404cd8, Yosys 0.63+post, stock flow scripts
make -C /OpenROAD-flow-scripts/flow DESIGN_CONFIG=/design/flow/config.mk WORK_HOME=/design/flow/orfs finish
File: ./config.mk
export PLATFORM = sky130hd
export DESIGN_NAME = spi_amba_connector
export DESIGN_NICKNAME = spi_amba_connector
export VERILOG_FILES = /design/flow/design.v
export SDC_FILE = /design/flow/constraint.sdc
export NUM_CORES = 4
export LEC_CHECK = 1
export CORE_AREA = 10 10 108 108
export DIE_AREA = 0 0 118 118
File: ./constraint.sdc
current_design spi_amba_connector

set clk_period 2.5
set clk_io_pct 0.2

create_clock -name clk0 -period $clk_period [get_ports {clk}]

set non_clock_inputs [all_inputs -no_clocks]
set_input_delay [expr $clk_period * $clk_io_pct] -clock clk0 $non_clock_inputs
set_output_delay [expr $clk_period * $clk_io_pct] -clock clk0 [all_outputs]
File: ./design.v
`timescale 1ns / 1ps
module spi_amba_connector(
    input             clk,
    input             rst,
    input             hwrite,
    input      [31:0] hwdata,
    input      [31:0] haddr,
    input             hsel,
    output     [31:0] hrdata,
    input      [ 7:0] spi_data_out,
    input             spi_busy,
    output reg [ 7:0] spi_data_in,
    output reg        spi_ready_send
);
reg [7:0] spi_data_out_reg;
reg [7:0] spi_data_in_reg;
assign hrdata = {{25'b0, phase || spi_busy || spi_ready_send, spi_busy ? spi_data_out_reg : spi_data_out}};
localparam IDLE = 0, DATA = 1;
reg phase;
always @(posedge clk) begin
    if (rst) begin
        spi_data_in <= 0;
        spi_ready_send <= 0;
        phase <= 0;
    end else if (spi_ready_send && spi_busy) begin
        spi_ready_send <= 0;
    end else if (!spi_ready_send && !spi_busy) begin
          if (!phase) begin
              if (hsel && haddr[15:0] == 'h0000 && hwrite) phase <= 1;
          end else begin
              spi_data_out_reg <= spi_data_in;
              spi_data_in <= spi_data_in_reg;
              spi_ready_send <= 1;
              phase <= 0;
          end
    end
end
always @(negedge clk) begin
    if (phase) spi_data_in_reg <= hwdata[7:0];
end
endmodule
==> flow_summary_export.csv <==
group,metric,value,unit
global_routing,grt_pass1_wl,4710,um
floorplanning,io_pins,118,
floorplanning,rows,35,
route,drt_wl_total,3090,um
clock_network,clkLatencyLatePin,0.33,ns
clock_network,htree_levels,1,
run_status,status,"completed",
clock_network,cts_setup_buffers,0,
cells_and_area,final_core_util,20.8,%
yosys,yosys_area,1180,sq um
yosys,yosysWarnings,1,
timing,period_used_share,96.0,%
route,postRouteAntennaNets,0,
yosys,postSynthSeqShare,57.7,%
floorplanning,die_h,118,um
min_path,hp-class,"flop to flop",
global_routing,overflow,0,
pwr,intPower,0.684,mW
flow_run,warning_count,73,
clock_network,cts_inserted_buffers,3,
timing,period_minus_slack,2.40,ns
route,remaining_drc_errors,0,
pwr,combPwrFrac,11.2,%
pwr,power.share.clock,35.7,%
route,drt-vias-per-instance,2.71,
worst_setup_path,crit_path_max_incr_delay,0.50,ns
yosys,edf_count,16,
placed_design,place_area,1850,sq um
timing,fin_worst_skew,0.0644,ns
global_routing,grtUsageTotal,4.14,%
placed_design,gp_congestion,0.676,
min_path,worstHoldStart,"spi_data_in[2]$_SDFFE_PP0P_",
timing,final_max_slew_viol_count,0,
min_path,min_path_cells,0,
yosys,async_reset_ff_share,0,%
cells_and_area,fill_cells,1018,
cells_and_area,drive_gt1_share,13.1,%
yosys,syn_avg_cell_area,12.7,sq um
clock_network,path_clk_slew,0.08,ns
route,diodes,0,
placed_design,hpwl,2740,um
cells_and_area,largest_register_ffs,16,
placed_design,port-buffer-count,54,
worst_setup_path,r2r_end,"spi_data_in_reg[4]$_DFFE_NP_",
clock_network,cts_tree,"done",
clock_network,ctsHoldBuffers,0,
global_routing,grt_pass1_vias,899,
route,drt_first_pass_iters,2,
timing,hold_viol_final,0,
worst_setup_path,rrSetupSlack,0.41,ns
cells_and_area,synthToLayoutAreaGrowth,63.8,%
clock_network,cts_resized,0,
worst_setup_path,worstReg2RegStart,"phase$_SDFFE_PP0P_",
floorplanning,initCoreUtil,12.7,%
worst_setup_path,crit_required,2.00,ns
worst_setup_path,reg2regPathDepth,0,
yosys,syn_area,1180,sq um
yosys,flop_cell,"edfxtp_1",
flow_run,maxCapViolCount,0,
pwr,sw_frac_of_total,19.7,%
floorplanning,die-area,13900,sq um
worst_setup_path,cp-start-kind,"input pin",
timing,fmax,417,MHz
pwr,p_seq_share,53.1,%
timing,rsz0062_at_grt,"no",
pwr,ir_drop,0.152,mV
yosys,ys_cells,93,
worst_setup_path,worstPathArrival,1.90,ns
worst_setup_path,critPathSlowestCell,"clkdlybuf4s50_1",
yosys,synth_cells,93,
route,wl_per_cell,10.7,um
cells_and_area,final_area,1930,sq um
yosys,synth-seq-cells,26,
timing,finalSetupViolations,0,
clock_network,cts-root-buf,"clkbuf_8",
pwr,power_density,441,nW/um^2
global_routing,grt_max_degree,15,
floorplanning,core-area,9280,sq um
clock_network,clockBufferDepth,2,
pwr,p_leak,0.676,nW
worst_setup_path,path_common_cell,"clkdlybuf4s50_1",
global_routing,antenna_found_initial,0,
min_path,min_to,"spi_data_out_reg[2]$_DFFE_PP_",
worst_setup_path,path_cells,"clkdlybuf4s50_1 > buf_12 > mux2_2 > clkdlybuf4s50_1",
worst_setup_path,worst-setup-path-type,"input pin to output port",
route,vias,784,
clock_network,clock-sinks,26,
worst_setup_path,end_kind,"output port",
worst_setup_path,worstPathMaxFanout,12,
yosys,ys_types,19,
pwr,p_sw,0.168,mW
floorplanning,dieWidth,118,um
timing,fin_tns_setup,0,ns
route,drt_iter0_drc,38,
-- placed cells by master, fill, tap and decap left out, types with 2 or more instances in the layout --
cell type	synthesis	routed
conb_1	1	23
buf_12	0	2
clkbuf_8	0	4
mux2_2	8	8
mux2i_1	8	8
inv_1	2	9
nor2_1	9	9
buf_4	24	4
edfxtp_1	16	16
nor4_1	4	4
clkdlybuf4s50_1	0	54
dfxtp_1	10	10
nand2_1	2	2
-- kinds of logic after synthesis --
family	Yosys count	share of synthesized area (%)
and+or+nand+nor	20	8.81
muxes	16	14.4
AOI/OAI and AO/OA	2	2.02
other	1	0.318
DFF	26	57.7
buffers and inverters	28	16.7
-- layer usage --
| metal | vias to the layer above | track usage, % | part of all wire, % | wire (um) |
|---|---|---|---|---|
| li1 | 411 | - | - | - |
| met1 | 340 | 4.05 | 35 | 1080 |
| met2 | 31 | 7.87 | 53 | 1650 |
| met3 | 2 | 1.80 | 10 | 324 |
| met4 | 0 | 0.696 | 1.1 | 34 |
| met5 | - | 0 | 0 | 0 |
-- cell type report --
cell class / count / area, sq um / share of cell area, %
multi-input cells: 61 / 389 / 20.2
clock inverters: 8 / 30.0 / 1.56
repair buffers: 60 / 611 / 31.6
flip-flops and latches: 26 / 681 / 35.3
clock buffers: 4 / 55.1 / 2.85
well taps: 129 / 161 / 8.36
inverters: 1 / 3.75 / 0.194
-- Yosys cell counts (2+ instances only) --
cell type / instances / area (sq um)
buf_4: 24 / 180
mux2i_1: 8 / 80.1
dfxtp_1: 10 / 200
nor2_1: 9 / 33.8
inv_1: 2 / 7.51
edfxtp_1: 16 / 480
nand2_1: 2 / 7.51
nor4_1: 4 / 25.0
mux2_2: 8 / 90.1
-- through the flow --
stage	worst slack [ns]	hold WS, ns	total power [mW]	cells
CTS	0.0798	0.473	0.869	289
finish	0.100	0.473	0.852	289
global placement	0.0792	0.449	0.580	278
global route	0.0545	0.484	0.896	289
floorplan	0.407	0.408	0.524	115
detailed placement	0.0774	0.451	0.581	278
-- worst max-delay path by stage --
stage / startpoint / to / slack [ns]
CTS: spi_busy / hrdata[4] / 0.08
finish: spi_busy / hrdata[4] / 0.10
global route: spi_busy / hrdata[4] / 0.05
-- power groups by stage --
stage | Combinational, mW | Clock (mW) | Sequential (mW)
after CTS | 0.0985 | 0.318 | 0.453
after global routing | 0.104 | 0.339 | 0.452
final | 0.0951 | 0.304 | 0.453
-- critical path, delay by kind of cell --
kind	cells	cell delay, ns
buf+inv	3	1.07
mux	1	0.33
Power and IR drop assume default switching activity.
